## config.mk

```make
export PLATFORM = sky130hd
export DESIGN_NAME = traffic_light_controller
export DESIGN_NICKNAME = traffic_light_controller
export VERILOG_FILES = /design/flow/design.v
export SDC_FILE = /design/flow/constraint.sdc
export NUM_CORES = 4
export LEC_CHECK = 1
export CORE_AREA = 10 10 88 88
export DIE_AREA = 0 0 98 98
```

## constraint.sdc

```tcl
current_design traffic_light_controller

set clk_period 2.8
set clk_io_pct 0.2

create_clock -name clk0 -period $clk_period [get_ports {clk}]

set non_clock_inputs [all_inputs -no_clocks]
set_input_delay [expr $clk_period * $clk_io_pct] -clock clk0 $non_clock_inputs
set_output_delay [expr $clk_period * $clk_io_pct] -clock clk0 [all_outputs]
```

## design.v

```verilog
module traffic_light_controller (
    input wire clk,
    input wire rst,
    input wire CR_vehicle_detect,
  	output reg [11:0] lights,
    output reg [2:0] state,
    output reg [5:0] counter
);
localparam [2:0] STATE0 = 3'b000;
localparam [2:0] STATE1 = 3'b001;
localparam [2:0] STATE2 = 3'b010;
localparam [2:0] STATE3 = 3'b011;
localparam [2:0] STATE4 = 3'b100;
localparam [2:0] STATE5 = 3'b101;
localparam [2:0] STATE6 = 3'b110;
localparam [11:0] LIGHTS_STATE0 = 12'b1010_0011_1000;
localparam [11:0] LIGHTS_STATE1 = 12'b0100_0101_1000;
localparam [11:0] LIGHTS_STATE2 = 12'b1000_1001_0011;
localparam [11:0] LIGHTS_STATE3 = 12'b1000_0101_0100;
localparam [11:0] LIGHTS_STATE4 = 12'b0011_1000_1010;
localparam [11:0] LIGHTS_STATE5 = 12'b1000_1000_0110;
localparam [11:0] LIGHTS_STATE6 = 12'b0110_0100_1000;
localparam [5:0] TIME_STATE0 = 6'b111111;
localparam [5:0] TIME_STATE1 = 6'b000011;
localparam [5:0] TIME_STATE2 = 6'b001111;
localparam [5:0] TIME_STATE3 = 6'b000011;
localparam [5:0] TIME_STATE4 = 6'b010011;
localparam [5:0] TIME_STATE5 = 6'b000011;
localparam [5:0] TIME_STATE6 = 6'b000011;
wire HW1_R = lights[0];
wire HW1_Y = lights[1];
wire HW1_GS = lights[2];
wire HW1_GR = lights[3];
wire HW2_R = lights[4];
wire HW2_Y = lights[5];
wire HW2_GS = lights[6];
wire HW2_GL = lights[7];
wire CR_R = lights[8];
wire CR_Y = lights[9];
wire CR_GL = lights[10];
wire CR_GR = lights[11];
always @(posedge clk or posedge rst) begin
    if (rst) 
        begin
        state <= STATE0;
        counter <= 6'b000000;
        lights <= LIGHTS_STATE0;
    	end 
  	else 
      	begin
        counter <= counter + 1;
        case (state)
            STATE0:
            begin
                if (counter >= TIME_STATE0)
                	begin
                        counter <= 6'b000000;
                        if (CR_vehicle_detect)
                            begin
                            state <= STATE1;
                            lights <= LIGHTS_STATE1;
                            end
                        else
                            begin
                            state <= STATE6;
                            lights <= LIGHTS_STATE6;
                            end
            		end
            end
            STATE1:
            begin
            	if (counter >= TIME_STATE1)
                	begin
                    counter <= 6'b000000;
                    state <= STATE2;
                    lights <= LIGHTS_STATE2;
                    end
            end
            STATE2:
            begin
            if (counter >= TIME_STATE2)
                	begin
                    counter <= 6'b000000;
                    state <= STATE3;
                    lights <= LIGHTS_STATE3;
                    end
            end
            STATE3:
            begin
            if (counter >= TIME_STATE3)
                	begin
                    counter <= 6'b000000;
                    state <= STATE4;
                    lights <= LIGHTS_STATE4;
                    end
            end
            STATE4:
            begin
              if (counter >= TIME_STATE4)
                	begin
                    counter <= 6'b000000;
                    state <= STATE5;
                    lights <= LIGHTS_STATE5;
                    end
            end
            STATE5:
            begin
              if (counter >= TIME_STATE5)
                	begin
                    counter <= 6'b000000;
                    state <= STATE0;
                    lights <= LIGHTS_STATE0;
                    end
            end
            STATE6:
                begin
                if (counter >= TIME_STATE6)
                	begin
                    counter <= 6'b00000;
                    state <= STATE4;
                    lights <= LIGHTS_STATE4;
                    end
                end
            default: 
                begin
                state <= STATE0;
                counter <= 6'b00000;
                lights <= LIGHTS_STATE0;
                end
        endcase
    end
end
endmodule
```

## run.sh

```bash
#!/bin/bash
# OpenROAD 26Q1-2900-gdf79404cd8, Yosys 0.63+post, stock flow scripts
make -C /OpenROAD-flow-scripts/flow DESIGN_CONFIG=/design/flow/config.mk WORK_HOME=/design/flow/orfs finish
```

==> results.cfg <==
; synthesis and place-and-route metrics
[layout]
area_growth_pct = 20.2
post-route-util_pct = 26.6
drive_gt1_share_pct = 12.2
layout_top_cell = clkdlybuf4s50_1
mostFrequentLayoutCells = 23 x clkdlybuf4s50_1, 15 x dfrtp_1, 14 x nand2_1, 10 x nor2_1, 7 x a21oi_1

[floorplan]
initCoreUtil_pct = 22.2
core_um2 = 5920
pin_count = 24
die-width_um = 98
fp.dieH_um = 98
die_area_um2 = 9600
num_rows = 28

[synth]
yosysSeqAreaShare_pct = 38.6
enable_flop_cells = 0
avgSynthCellArea_um2 = 9.31
ys_ff = 20
async_flop_share_pct = 100
ys.flop_type = dfrtp_1
yosys_cells = 141
ys_warn_count = 1
syn_area_um2 = 1310
synth-area-yosys_um2 = 1310
netlist_instances = 141
synth.distinct_cells = 40

[detailed_routing]
viasPerCell = 4.54
wl_per_cell_um = 13.3
antenna_left = 0
drc_errors = 0
insertedDiodeCount = 0
dr.pass1.iters = 4
routed_wirelength_mm = 2.94
drt_iter0_drc = 57
num_vias = 1007

[pwr]
power_density_nw_per_um2 = 377
worst_ir_drop_vdd_mv = 0.232
p_clk_share_pct = 49.3
power_mw = 0.594
pwr-share-comb_pct = 2.1
power.leakage_nw = 0.648
p_int_mw = 0.484
power_frac_seq_pct = 48.6
swShare_pct = 18.5
p_switching_mw = 0.110

[placed_design]
gp_congestion = 0.838
dp_hpwl_mm = 2.07
io_buffers = 23

[sta]
final.setup.tns_ns = 0
fmax_mhz = 413
post-route-period-util_pct = 86.4
clock-skew-final_ns = 0.00817
finalMaxSlewViolations = 0
tightest_slew_ns = 0.787
setup_violations = 0
rsz0062_at_grt = false
max-slew-margin-rel_pct = 47.4
hold_viol = 0
period_minus_slack_ns = 2.42

[job]
max-cap-violations = 0
warning_count = 27

[clock_tree]
ctsLongestPathBuffers = 2
cts_tree = built
htreeDepth = 1
post_cts_resized = 0
clk_latency_ns = 0.26
tritoncts.num_buffers = 3
clock-root-buffer = clkbuf_8
clock_sinks = 20
cts_setup_buffers = 0
ctsHoldBuffers = 0
clk_pin_slew_worst_paths_ns = 0.08

[global_route]
grt_overflow = 0
grt_max_degree = 21
grt_pass1_wl_mm = 4.92
track_usage_pct = 6.02
use_met1_pct = 8.48
grt_pass1_vias = 946
use_met2_pct = 8.48
antenna_found_initial = 0
grtUsageMet3_pct = 2.92
grt-busiest-layer = met1

[critical_path]
reg2regPathDepth = 7
r2r_setup_slack_ns = 0.38
path_class = register to register
endpoint = lights[11]$_DFFE_PP1P_
critPathRequiredTime_ns = 3.00
r2r-end = lights[11]$_DFFE_PP1P_
cp-start-kind = register
setup.worst_path.start = counter[0]$_DFF_PP0_
rr_startpoint = counter[0]$_DFF_PP0_
arrival_ns = 2.62
end_kind = register
cp_max_fo = 14

[run_status]
status = completed

[hold_path]
hold_class = register to register
-- cell usage after synthesis, types with 3 or more instances --
cell / count / share of area, %
dfrtp_1: 15 / 29
nand2_1: 14 / 4.0
buf_4: 13 / 7.4
nor2_1: 10 / 2.9
a21oi_1: 7 / 2.7
clkbuf_1: 5 / 1.4
dfstp_2: 5 / 10
inv_1: 5 / 1.4
ha_1: 4 / 3.8
o21ai_0: 4 / 1.5
xor2_1: 4 / 2.7
and3_1: 3 / 1.4
buf_1: 3 / 0.86
mux2_1: 3 / 2.6
nand3_1: 3 / 1.1
nor3_1: 3 / 1.1
o31ai_1: 3 / 1.7
xnor2_1: 3 / 2.0
-- worst max-delay path, cell delays in order, from the launching register on --
cell	delay [ns]
dfrtp_1	0.41
ha_1	0.30
or3_4	0.36
or3_4	0.36
a32oi_4	0.48
buf_4	0.25
nor3_1	0.06
a21oi_1	0.13
-- through the flow --
stage	instance area [um^2]	hold slack, ns	setup WS [ns]	instances
final	1580	0.466	0.380	222
after global routing	1580	0.493	0.233	222
after CTS	1580	0.468	0.361	222
after detailed placement	1510	0.455	0.370	218
after global placement	1510	0.453	0.417	218
after floorplan	1310	0.431	0.535	141
-- layout make-up --
class / instances / area (um^2)
Tap cell: 75 / 93.8
Clock buffer: 3 / 41.3
Timing Repair Buffer: 27 / 260
Multi-Input combinational cell: 91 / 627
Sequential cell: 20 / 507
Clock inverter: 1 / 30.0
Inverter: 5 / 18.8
Fill cell: 630 / 4340
-- cell families (layout without fill, tap and decap cells) --
kind of cell | Yosys count | after routing | synth area share, %
AOI/OAI and AO/OA | 31 | 31 | 17.8
xor gates and xnor gates | 7 | 7 | 4.67
and+or+nand+nor | 44 | 44 | 17.2
muxes | 5 | 5 | 4.29
adders and majority gates | 4 | 4 | 3.81
buffers and inverters | 30 | 36 | 13.6
DFF | 20 | 20 | 38.6
-- registers in the layout, summed over array words and instances (netlist names) --
name	cells
lights	11
state	3
counter	6
-- power groups by stage --
stage	Clock (mW)	Sequential (mW)	Combinational (mW)
4_1_cts	0.297	0.289	0.0131
5_1_grt	0.317	0.289	0.0142
6_report	0.293	0.289	0.0122
-- per-layer routing --
| layer | part of all wire, % | vias up |
|---|---|---|
| met4 | 0.27 | 0 |
| met2 | 43 | 29 |
| met1 | 47 | 478 |
| li1 | - | 498 |
| met5 | 0 | - |
| met3 | 9.3 | 2 |
-- worst min-delay path by stage --
stage | start | endpoint | slack (ns) | depth (start not counted)
after CTS | lights[11]$_DFFE_PP1P_ | lights[11]$_DFFE_PP1P_ | 0.47 | 2
after global routing | lights[11]$_DFFE_PP1P_ | lights[11]$_DFFE_PP1P_ | 0.49 | 2
final | lights[11]$_DFFE_PP1P_ | lights[11]$_DFFE_PP1P_ | 0.47 | 2
No activity file was given, so power comes from the tool's default toggle rates.
